### flow/constraint.sdc
current_design ULA

set clk_period 14.9
set clk_io_pct 0.2

create_clock -name clk0 -period $clk_period [get_ports {clock}]

set non_clock_inputs [all_inputs -no_clocks]
set_input_delay [expr $clk_period * $clk_io_pct] -clock clk0 $non_clock_inputs
set_output_delay [expr $clk_period * $clk_io_pct] -clock clk0 [all_outputs]
### flow/run.sh
#!/bin/bash
# OpenROAD 26Q1-2900-gdf79404cd8, Yosys 0.63+post, stock flow scripts
make -C /OpenROAD-flow-scripts/flow DESIGN_CONFIG=/design/flow/config.mk WORK_HOME=/design/flow/orfs finish
### flow/config.mk
export PLATFORM = sky130hd
export DESIGN_NAME = ULA
export DESIGN_NICKNAME = ULA
export VERILOG_FILES = /design/flow/design.v
export SDC_FILE = /design/flow/constraint.sdc
export NUM_CORES = 4
export LEC_CHECK = 1
export CORE_UTILIZATION = 30
### flow/design.v
`timescale 1ns/1ps
module ULA (
    input  logic        clock,       
    input  logic        reset,       
    input  logic [7:0]  A,           
    input  logic [7:0]  B,           
    input  logic [3:0]  ULA_Sel,     
    output logic [7:0]  ULA_Out,     
    output logic        CarryOut     
);
    logic [7:0] next_result;         
    logic       next_carry;          
    always_comb begin
        next_result = ULA_Out;       
        next_carry  = CarryOut;      
        if (!reset) begin
            case (ULA_Sel)
                4'b0000: begin       
                    {next_carry, next_result} = {1'b0, A} + {1'b0, B};  
                end
                4'b0001: begin       
                    next_result = A - B;   
                    next_carry  = 1'b0;    
                end
                4'b0010: begin       
                    next_result = A * B;   
                    next_carry  = 1'b0;    
                end
                4'b0011: begin       
                    next_result = (B != '0) ? A / B : '1;
                    next_carry  = 1'b0;    
                end
                default: begin
                    next_result = '0;    
                    next_carry  = '0;    
                end
            endcase
        end
    end
    always_ff @(posedge clock) begin
        if (reset) begin
            ULA_Out  <= '0;      
            CarryOut <= '0;      
        end else begin
            ULA_Out  <= next_result;  
            CarryOut <= next_carry;   
        end
    end
endmodule
==> out/qor.txt <==
Antenna diodes: 0
Placement Setup Slack: 0.442 ns
Yosys cell types: 58
I/O Pins: 31
Pins Over Slew Limit: 0
# DRC: 0
Core Box Area: 0.0109 mm²
# Post-CTS Setup Buffers: 0
Root buf cell: clkbuf_8
Fin. Hold Viols: 0
Post-synth top area share: 25.9%
Critical Path Max Stage Delay: 0.59 ns
Pin count of the biggest net entering global routing: 17
Critical path required time: 14.99 ns
Tightest Pin Transition: 0.762 ns
Total tool warning count: 36
CTS max path bufs: 2
Most frequent cells in the layout: 70 x ha_1, 47 x inv_1, 35 x nor2_1, 30 x nand2_1, 30 x clkdlybuf4s50_1
CP max-delay cell: nor4_4
Detail Placement HPWL: 7420 µm
Die Span Y: 108 µm
Lkg Pwr: 1.79 nW
Ys async rst share: 0%
Setup-failing EPs final: 0
Netlist Area Pre-Place: 0.00338 mm²
Fmax: 70.7 MHz
Final worst path period need: 14.15 ns
WP data arrival: 14.25 ns
Chip Area, Yosys: 0.00338 mm²
Die width: 108 µm
CTS Sinks: 9
H-tree levels: 1
Gate Count Post-Synth: 429
Post-CTS Hold Fix Bufs: 0
# Cells Yosys: 429
Vias in the first global route: 2,956
Number of enable flip-flop cells: 0
Dominant cell type by area after synthesis: ha_1
Remaining global-route overflow: 0
Non-filler cells, final: 598
Critical Path Source Type: input port
Post-CTS Resized: 0
Count of input and output buffers: 30
Via count: 3,103
RD Place Congestion: 0.872
CP Max Fanout: 10
Maximum Capacitance Violations: 0
FP Rows: 38
Initial antenna violation count: 0
Setup TNS: 0 ns
Commonest non-fill, non-tap cell in the layout: ha_1
Peak supply drop: 0.0000481 V
Worst Setup Path Type: input port to flop
Final wirelength: 9110 µm
Slew HR: 48.8%
Hold Path Class: input port to flop
Pwr/cell area: 57.7 mW/mm²
Dpl cells: 594
Buf+Inv Stages, Crit Path: 2
Seq share, synth: 5.33%
Post-Syn Area per Cell: 7.88 µm²
Synth-to-layout area growth: 15.0%
Vias/cell: 5.19
Final WS setup: 0.747 ns
Share of layout cells above drive strength 1: 6.77%
Main flop type: dfxtp_1
Run status: completed
Final Cycle Share: 95.0%
CTS tree: yes
Warnings from Yosys: 1
DRT Pass-1 Iters: 5
Clock-pin slew on the worst setup and hold paths: 0.05 ns
DRT iter0 DRCs: 244
Crit-path leading delay family: AND-OR/OR-AND gates
First-pass GRT wire length: 15,100 µm
CP Capture Type: flop
DRT antenna net count: 0
Most common cell on crit path: ha_1
FP Util: 31.0%
CTS Buf Count: 3
GRT Total Usage: 16.7%
Top cells by area: ha_1 26%, fa_1 8.3%, xnor2_1 7.3%
Die area: 0.0117 mm²
Wire per inst: 15.2 µm
Flops after synth: 9
## area by class of cell
class                      instances  area (µm²)
fill                            1100        7000
inverter                          48         180
timing repair buffer              35         338
tap                              140         175
sequential                         9         180
multi-input combinational        362        2970
clock buffer                       4        45.0
## per-layer routing
layer	GRT usage [%]	vias to the layer above	part of all wire (%)
li1	-	1586	-
met1	24.6	1418	50
met2	26.8	89	44
met3	2.09	10	5.8
met4	2.15	0	0.93
met5	0	-	0
## power breakdown
group / switching [mW] / internal [mW] / leakage (nW) / total [mW]
Clock: 0.00939 / 0.0186 / 0.0228 / 0.0280
Sequential: 0.0000969 / 0.0246 / 0.0726 / 0.0247
Combinational: 0.0923 / 0.0791 / 1.70 / 0.171
Total: 0.102 / 0.122 / 1.79 / 0.224
## flip-flops by register name, indices dropped and copies added (netlist names)
| register | flops |
|---|---|
| ULA_Out | 8 |
| CarryOut | 1 |
## logic make-up after synthesis
group	synth area share (%)
compound gates	22.6
simple gates	17.0
fa+ha+maj	34.2
buf+inv	6.96
xor+xnor	8.55
mux	5.37
flops	5.33
## Yosys cell counts (3+ instances only)
| cell type | n |
|---|---|
| inv_1 | 47 |
| mux2i_1 | 5 |
| nor2b_1 | 5 |
| nand2_1 | 30 |
| or2_2 | 3 |
| a31o_2 | 3 |
| or3_1 | 4 |
| and3_1 | 4 |
| ha_1 | 70 |
| a2111oi_0 | 3 |
| o211a_1 | 3 |
| o211ai_1 | 5 |
| fa_1 | 14 |
| dfxtp_1 | 9 |
| clkbuf_1 | 8 |
| nor2_1 | 35 |
| nor3_1 | 8 |
| mux2_2 | 9 |
| o21a_1 | 10 |
| and2_1 | 6 |
| xnor2_1 | 28 |
| o31ai_1 | 4 |
| a22oi_1 | 5 |
| xor2_1 | 5 |
| a21oi_1 | 30 |
| nand2b_1 | 5 |
| o21ai_0 | 24 |
| a21o_1 | 8 |
## stage by stage
stage          hold slack (ns)  power (mW)  util (%)  area [µm²]
6_report                  3.47       0.224      35.7        3890
5_1_grt                   3.51       0.248      35.7        3890
4_1_cts                   3.46       0.225      35.7        3880
3_5_place_dp              3.64       0.195      35.2        3840
3_3_place_gp              3.64       0.195      35.2        3840
2_1_floorplan             3.17       0.154         -        3380
## tightest hold or removal path: cells and delay by family
| family | cells | cell delay, ns |
|---|---|---|
| compound gates | 1 | 0.06 |
| buf+inv | 1 | 0.48 |
| simple gates | 2 | 0.12 |
## path summary, 6_finish.rpt
path,depth (start not counted),start,endpoint,slack (ns)
worst min-delay path,4,reset,CarryOut$_SDFF_PP0_,3.47
worst max-delay path,46,B[4],ULA_Out[0]$_SDFF_PP0_,0.75
No activity file was given, so power comes from the tool's default toggle rates.
